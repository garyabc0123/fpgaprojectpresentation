==> design.v <==
module topmodule(clk,
				 u_up, u_down, v_up, v_down, w_up, w_down , 
				 buttom_up , buttom_down , reset,
				 oSEG0,oSEG1,oSEG2,oSEG3);
input clk;
input buttom_up,buttom_down;
input reset;
output u_up, u_down, v_up, v_down, w_up, w_down;
output	[6:0]	oSEG0,oSEG1,oSEG2,oSEG3;
wire [16:0] speed;
reg [8:0] volta;
wire nextclk;
wire secondclk;
wire slowpwm;
parameter stop_state = 0;
parameter start_state_1 = 1;
parameter stop_state_1 = 2;
parameter start_state_2 = 3;
parameter stop_state_2 = 4;
parameter start_state_3 = 5;
parameter stop_state_3 = 6;
parameter start_state_4 = 7;
parameter stop_state_4 = 8;
parameter start_state_5 = 9;
parameter stop_state_5 = 10;
parameter start_state_6 = 11;
parameter stop_state_6 = 12;
reg [4:0] current_state;
reg [4:0] next_state;
reg u_up_inline, u_down_inline, v_up_inline, v_down_inline, w_up_inline, w_down_inline;
assign u_down = u_down_inline;
assign v_down = v_down_inline;
assign w_down = w_down_inline;
initial begin
    volta = 8'hC0;
    current_state = stop_state;
	next_state = stop_state;
end
nextStateClock nextstateclock(clk,speed,nextclk);
secondGen secondgen(clk,secondclk);
scanbuttom scanb(secondclk,buttom_up,buttom_down,speed , reset);
pwmslowclock ppwmslowclock(clk,slowpwm);
voltaconvert vc_u(u_up_inline,u_up,volta,slowpwm);
voltaconvert vc_w(w_up_inline,w_up,volta,slowpwm);
voltaconvert vc_v(v_up_inline,v_up,volta,slowpwm);
SEG7_LUT_4 LEDOUT(	oSEG0,oSEG1,oSEG2,oSEG3,speed );
always@(posedge nextclk ) begin
    if(speed == 0) begin
        current_state <= stop_state;
    end
    else begin
        current_state <= next_state;
    end
end
always@(current_state or nextclk) begin
    next_state = current_state + 1;
    if(next_state > start_state_6) begin
        next_state = stop_state;
    end
end
always@(current_state or nextclk) begin
    case(current_state)
        stop_state:begin
                    u_up_inline <= 0;
                    u_down_inline <= 0;
                    v_up_inline <= 0;
                    v_down_inline <= 0;
                    w_up_inline <= 0;
                    w_down_inline <= 0;
                    end
        start_state_1:begin
                    u_up_inline <= 1;
                    w_down_inline <= 1;
                    u_down_inline <= 0;
                    v_up_inline <= 0;
                    v_down_inline <= 0;
                    w_up_inline <= 0;
                    end
        start_state_2:begin
                    u_up_inline <= 1;
                    v_down_inline <= 1;
                    u_down_inline <= 0;
                    v_up_inline <= 0;
                    w_up_inline <= 0;
                    w_down_inline <= 0;
                    end
        start_state_3:begin
                    w_up_inline <= 1;
                    v_down_inline <= 1;
                    u_up_inline <= 0;
                    u_down_inline <= 0;
                    v_up_inline <= 0;
                    w_down_inline <= 0;
                    end
        start_state_4:begin
                    w_up_inline <= 1;
                    u_down_inline <= 1;
                    u_up_inline <= 0;
                    v_up_inline <= 0;
                    v_down_inline <= 0;
                    w_down_inline <= 0;
					end
        start_state_5:begin
                    v_up_inline <= 1;
                    u_down_inline <= 1;
                    u_up_inline <= 0;
                    v_down_inline <= 0;
                    w_up_inline <= 0;
                    w_down_inline <= 0;
					end
        start_state_6:begin
                    v_up_inline <= 1;
                    w_down_inline <= 1;
                    u_up_inline <= 0;
                    u_down_inline <= 0;
                    v_down_inline <= 0;
                    w_up_inline <= 0;
                    end
        default:begin
					u_up_inline <= 0;
                    u_down_inline <= 0;
                    v_up_inline <= 0;
                    v_down_inline <= 0;
                    w_up_inline <= 0;
                    w_down_inline <= 0;
					end
    endcase
end
endmodule
module nextStateClock(clk, speed, nextclk);
    input clk;
    input [16:0]speed;
    output reg nextclk;
    reg [32:0] times;
    initial begin
        times = 32'h0;
        nextclk = 1;
    end
    always@(posedge clk) begin
        times = times + 1;
        if(times * speed * 6 > 25000000) begin
            times <= 32'h0;
            nextclk = ~nextclk;
        end
        if(speed == 0) begin
			nextclk = ~nextclk;
		end
    end
endmodule
module voltaconvert(inline,outline,volta,clk);
	input inline,clk;
	input [8:0] volta;
	output outline;
	assign outline = inline;
endmodule
module pwmslowclock(in,out);
	input in;
	output reg out;
	reg [16:0] counter;
	initial begin
		out = 1;
		counter = 0;
	end
	always@(posedge in) begin
		counter = counter + 1;
		if(counter > 25000) begin
			counter = 0;
			out = ~out;
		end
	end
endmodule
module secondGen(clk,secondclk);  
	input clk;
	output reg secondclk;
	reg [32:0] times;
	initial begin
		times = 32'h0;
		secondclk = 1;
	end
	always@(posedge clk) begin
		times = times + 1;
		if(times > 10000000) begin
			times <= 32'h0;
			secondclk = ~secondclk;
		end
	end
endmodule
module scanbuttom(secondclk,buttom_up,buttom_down,speed , reset);
	input secondclk,buttom_up,buttom_down,reset;
	output reg [16:0] speed;
	initial begin
		speed = 'h0080;
	end
	always@(posedge secondclk )begin
		if(!buttom_up & (speed < 'h2710)) begin  
			speed = speed + 10;
		end
		else if(!buttom_down & (speed != 0)) begin
			speed = speed - 1;
		end
		else if(~reset) begin
			speed = 0;
		end
		else
			speed = speed;
	end
endmodule 
module SEG7_LUT_4 (	oSEG0,oSEG1,oSEG2,oSEG3,iDIG );
	input	[15:0]	iDIG;
	output	[6:0]	oSEG0,oSEG1,oSEG2,oSEG3;
	SEG7_LUT	u0	(	oSEG0,iDIG[3:0]	);
	SEG7_LUT	u1	(	oSEG1,iDIG[7:4]	);
	SEG7_LUT	u2	(	oSEG2,iDIG[11:8]	);
	SEG7_LUT	u3	(	oSEG3,iDIG[15:12]	);
endmodule
module SEG7_LUT	(	oSEG,iDIG	);
input	[3:0]	iDIG;
output	[6:0]	oSEG;
reg		[6:0]	oSEG;
always @(iDIG)
begin
		case(iDIG)
		4'h1: oSEG = 7'b1111001;	 
		4'h2: oSEG = 7'b0100100; 	 
		4'h3: oSEG = 7'b0110000; 	 
		4'h4: oSEG = 7'b0011001; 	 
		4'h5: oSEG = 7'b0010010; 	 
		4'h6: oSEG = 7'b0000010; 	 
		4'h7: oSEG = 7'b1111000; 	 
		4'h8: oSEG = 7'b0000000; 	 
		4'h9: oSEG = 7'b0011000; 	 
		4'ha: oSEG = 7'b0001000;
		4'hb: oSEG = 7'b0000011;
		4'hc: oSEG = 7'b1000110;
		4'hd: oSEG = 7'b0100001;
		4'he: oSEG = 7'b0000110;
		4'hf: oSEG = 7'b0001110;
		4'h0: oSEG = 7'b1000000;
		endcase
end
endmodule
==> run.sh <==
#!/bin/bash
# OpenROAD 26Q1-2900-gdf79404cd8, Yosys 0.63+post, stock flow scripts
make -C /OpenROAD-flow-scripts/flow DESIGN_CONFIG=/design/flow/config.mk WORK_HOME=/design/flow/orfs finish
==> config.mk <==
export PLATFORM = sky130hd
export DESIGN_NAME = topmodule
export DESIGN_NICKNAME = topmodule
export VERILOG_FILES = /design/flow/design.v
export SDC_FILE = /design/flow/constraint.sdc
export NUM_CORES = 4
export LEC_CHECK = 1
export CORE_UTILIZATION = 40
==> constraint.sdc <==
current_design topmodule

set clk_period 16.4
set clk_io_pct 0.2

create_clock -name clk0 -period $clk_period [get_ports {clk}]

set non_clock_inputs [all_inputs -no_clocks]
set_input_delay [expr $clk_period * $clk_io_pct] -clock clk0 $non_clock_inputs
set_output_delay [expr $clk_period * $clk_io_pct] -clock clk0 [all_outputs]
==> changes_impl.md <==
### Implementation results

* CP Max Fanout at 33
* Vias in the first global route at 15911
* Hold Buf Count CTS at 0
* RSZ-0062 raised after global routing: no
* Slew Limit Headroom at 0.312
* IO buf count at 37
* Post-layout period usage at 0.654
* Seq share, synth at 0.102
* Worst path max stage delay at 0.65 ns
* Total number of vias at 15458
* Detailed Routing Iterations Pass 1 at 7
* DRC violations left at 0
* Chip area at 49100 um2
* GR Overflow Total at 0
* Max Clock Freq at 93.3 MHz
* Die width at 222 um
* Crit. End Element: register
* All-Layer GR Usage at 0.228
* Cell Type Count at 89
* Post-synth top area share at 0.332
* Fraction of registers with async set/reset at 0
* Hold Fails Final Rpt at 0
* Critical path's slowest cell: xor2_1
* Layout Utilization at 0.437
* Setup violations, final at 0
* Root buffer cell: clkbuf_16
* Final GP Congestion at 0.936
* Drt total wl at 51100 um
* WHS at 0.482 ns
* Cts bufs inserted at 9
* Biggest area consumer among synthesized cells: fa_1
* Number of enable flip-flop cells at 18
* Max_cap viols at 0
* Yosys top cell by instances: inv_1
* N_diodes at 0
* 1st-iter DRT viols at 722
* Ys flop type: dfxtp_1
* Row cnt at 80
* Synth top cells by count: inv_1, fa_1, nand2_1
* Clock-pin slew on the worst setup and hold paths at 0.06 ns
* Critical path startpoint category: register
* H-tree depth at 3
* Critical path arrival at 10.94 ns
* Post-route ant nets at 0
* Total tool warning count at 42
* Status: finished, final reports clean
* Placed Area at 20500 um2
* Clock skew at 0.00720 ns
* Synth warnings at 7
* FP Util at 0.405
* Share of cells above drive strength 1 at 0.0395
* CP most frequent cell: fa_1
* Hold Path Class: reg -> reg
* Fin area at 20800 um2
* Synthesis-to-finish area growth at 7.85%
* Worst-margin pin slew at 1.02 ns
* IO Count at 38
* Initial antenna violation count at 0
* Clock latency (worst-skew pair) at 0.35 ns
* DR WL/cell at 17.1 um
* Minimum clock period at 10.72 ns
* Endpoints left unconstrained at 72
* Top post-synthesis cells by area: fa_1, inv_1, ha_1
* Critical path class: reg -> reg
* Ys cells at 2362
* Register pins left without a clock at 22
* Slew Viols, Final at 0
* Mapped Area at 19300 um2
* Vias/cell at 5.16
* First-pass GRT wire length at 84500 um
* Clock Path Buffers at 2
* WP data required at 16.61 ns
* Postcts setup bufs at 0
* Core Region at 47600 um2
* Yosys reg bits at 89
* Mapped Cells at 2362
* TritonCTS clock tree: built
* Die Y-Extent at 222 um
* Mean Syn Cell Area at 8.17 um2
* Setup TNS Final at 0 ns
* Maximum number of pins on one net before global-route repair at 38
* Synthesis area per yosys at 19300 um2
* Resize count post-CTS at 0
* HPWL Detailed at 40200 um
[path summary, 6_finish.rpt]
kind / endpoint / slack [ns] / start / cells after the start
hold reg to reg: secondgen.times[0]$_SDFF_PN0_ / 0.48 / secondgen.times[0]$_SDFF_PN0_ / 1
hold / removal: secondgen.times[0]$_SDFF_PN0_ / 0.48 / secondgen.times[0]$_SDFF_PN0_ / 1
setup / recovery: nextstateclock.nextclk$_DFF_P_ / 5.68 / nextstateclock.times[6]$_SDFF_PN0_ / 35
setup reg to reg: nextstateclock.nextclk$_DFF_P_ / 5.68 / nextstateclock.times[6]$_SDFF_PN0_ / 35
[final cells by class]
type	count	area [um2]
repair buffers	89	761
clock buffers	12	246
multi-input cells	1722	15300
flip-flops and latches	89	1960
clock inverters	4	73.8
inverters	464	1740
fillers	4571	26800
well taps	615	769
[logic make-up after synthesis]
logic type	after synthesis	synth area share
multiplexers	18	0.00946
adder cells (fa/ha/maj)	442	0.411
buffers and inverters	560	0.110
XOR/XNOR	146	0.0699
AND-OR/OR-AND	299	0.103
flip-flops	89	0.102
other	1	0.000194
AND/OR/NAND/NOR	807	0.195
[stage by stage]
| step | setup slack [ns] | cells |
|---|---|---|
| after global routing | 4.88 | 2995 |
| after global placement | 5.84 | 2979 |
| after floorplan | 7.05 | 2371 |
| after CTS | 5.67 | 2995 |
| after detailed placement | 5.69 | 2979 |
| final | 5.68 | 2995 |
[flip-flops by register name, summed over array words and instances (netlist names)]
name	flops
secondgen.secondclk	1
nextstateclock.times	32
current_state	5
secondgen.times	33
nextstateclock.nextclk	1
scanb.speed	17
[critical path, delay by kind of cell (launching register included)]
family                   cells  cell delay (ns)
adder cells (fa/ha/maj)      8             3.79
AND-OR/OR-AND               13             2.82
AND/OR/NAND/NOR              6             2.15
XOR/XNOR                     3             1.14
flip-flops                   1             0.36
buffers and inverters        4             0.19
multiplexers                 1             0.12
[metal layers]
layer / vias to the layer above / GRT usage / part of all wire
met5: - / 0.00391 / 0
met4: 0 / 0.0589 / 0.034
met3: 103 / 0.0747 / 0.091
met2: 525 / 0.354 / 0.45
met1: 7420 / 0.319 / 0.43
li1: 7410 / - / -
[placed cells by master (no fill, tap or decap), types with 7 or more instances in the layout]
cell | Yosys | layout
and3_1 | 16 | 16
nand2b_1 | 27 | 27
o22a_1 | 8 | 8
inv_1 | 458 | 458
edfxtp_1 | 18 | 18
xnor2_1 | 89 | 89
mux2i_1 | 16 | 16
xor2_1 | 51 | 51
a21oi_1 | 71 | 71
nand3_1 | 50 | 50
conb_1 | 1 | 10
o211ai_1 | 7 | 7
a31oi_1 | 17 | 17
nand2_1 | 290 | 290
and2_1 | 81 | 81
o21ai_0 | 68 | 68
buf_4 | 1 | 52
or3_1 | 7 | 7
o21a_1 | 9 | 9
a211oi_1 | 15 | 15
fa_1 | 320 | 320
nand4_1 | 16 | 16
dfxtp_1 | 71 | 71
nor4_1 | 7 | 7
nor2b_1 | 29 | 29
ha_1 | 122 | 122
nor3_1 | 28 | 28
a21o_1 | 17 | 17
clkbuf_16 | 0 | 9
a221oi_1 | 12 | 12
nor2_1 | 222 | 222
o22ai_1 | 15 | 15
clkdlybuf4s50_1 | 0 | 37
